==> flow/design.v <==
module ysyx_23060061_MuxKeyInternal #(NR_KEY = 2, KEY_LEN = 1, DATA_LEN = 1, HAS_DEFAULT = 0) (
  output reg [DATA_LEN-1:0] out,
  input [KEY_LEN-1:0] key,
  input [DATA_LEN-1:0] default_out,
  input [NR_KEY*(KEY_LEN + DATA_LEN)-1:0] lut
);
  localparam PAIR_LEN = KEY_LEN + DATA_LEN;
  wire [PAIR_LEN-1:0] pair_list [NR_KEY-1:0];
  wire [KEY_LEN-1:0] key_list [NR_KEY-1:0];
  wire [DATA_LEN-1:0] data_list [NR_KEY-1:0];
  generate
    for (genvar n = 0; n < NR_KEY; n = n + 1) begin
      assign pair_list[n] = lut[PAIR_LEN*(n+1)-1 : PAIR_LEN*n];
      assign data_list[n] = pair_list[n][DATA_LEN-1:0];
      assign key_list[n]  = pair_list[n][PAIR_LEN-1:DATA_LEN];
    end
  endgenerate
  reg [DATA_LEN-1 : 0] lut_out;
  reg hit;
  integer i;
  always @(*) begin
    lut_out = 0;
    hit = 0;
    for (i = 0; i < NR_KEY; i = i + 1) begin
      lut_out = lut_out | ({DATA_LEN{key == key_list[i]}} & data_list[i]);
      hit = hit | (key == key_list[i]);
    end
    if (!HAS_DEFAULT) out = lut_out;
    else out = (hit ? lut_out : default_out);
  end
endmodule
module ysyx_23060061_MuxKey #(NR_KEY = 2, KEY_LEN = 1, DATA_LEN = 1) (
  output [DATA_LEN-1:0] out,
  input [KEY_LEN-1:0] key,
  input [NR_KEY*(KEY_LEN + DATA_LEN)-1:0] lut
);
  ysyx_23060061_MuxKeyInternal #(NR_KEY, KEY_LEN, DATA_LEN, 0) i0 (out, key, {DATA_LEN{1'b0}}, lut);
endmodule
module ysyx_23060061_MuxKeyWithDefault #(NR_KEY = 2, KEY_LEN = 1, DATA_LEN = 1) (
  output [DATA_LEN-1:0] out,
  input [KEY_LEN-1:0] key,
  input [DATA_LEN-1:0] default_out,
  input [NR_KEY*(KEY_LEN + DATA_LEN)-1:0] lut
);
  ysyx_23060061_MuxKeyInternal #(NR_KEY, KEY_LEN, DATA_LEN, 1) i0 (out, key, default_out, lut);
endmodule
module ysyx_23060061_XBar (
	input clk,
	input rst,
	input [31:0] araddr,
	input arvalid,
	output arready,
	input [3:0] arid,  
	input [7:0] arlen,  
	input [2:0] arsize,  
	input [1:0] arburst,  
	output [31:0] rdata,
	output [1:0] rresp,
	output rvalid,
	input rready,
	output rlast,  
	output [3:0] rid,  
	input [31:0] awaddr,
	input awvalid,
	input [3:0] awid,  
	input [7:0] awlen,  
	input [2:0] awsize,  
	input [1:0] awburst,  
	output awready,
	input [31:0] wdata,
	input [3:0] wstrb,
	input wvalid,
	input wlast,  
	output wready,
	output [1:0] bresp,
	output bvalid,
	output [3:0] bid,  
	input bready,
	output [31:0] sram_araddr,
	output sram_arvalid,
	input sram_arready,
	output [3:0] sram_arid,  
	output [7:0] sram_arlen,  
	output [2:0] sram_arsize,  
	output [1:0] sram_arburst,  
	input [31:0] sram_rdata,
	input [1:0] sram_rresp,
	input sram_rvalid,
	output sram_rready,
	input sram_rlast,  
	input [3:0] sram_rid,  
	output [31:0] sram_awaddr,
	output sram_awvalid,
	output [3:0] sram_awid,  
	output [7:0] sram_awlen,  
	output [2:0] sram_awsize,  
	output [1:0] sram_awburst,  
	input sram_awready,
	output [31:0] sram_wdata,
	output [3:0] sram_wstrb,
	output sram_wvalid,
	output sram_wlast,  
	input sram_wready,
	input [1:0] sram_bresp,
	input sram_bvalid,
	input [3:0] sram_bid,  
	output sram_bready,
	output [31:0] uart_araddr,
	output uart_arvalid,
	input uart_arready,
	output [3:0] uart_arid,  
	output [7:0] uart_arlen,  
	output [2:0] uart_arsize,  
	output [1:0] uart_arburst,  
	input [31:0] uart_rdata,
	input [1:0] uart_rresp,
	input uart_rvalid,
	output uart_rready,
	input uart_rlast,  
	input [3:0] uart_rid,  
	output [31:0] uart_awaddr,
	output uart_awvalid,
	output [3:0] uart_awid,  
	output [7:0] uart_awlen,  
	output [2:0] uart_awsize,  
	output [1:0] uart_awburst,  
	input uart_awready,
	output [31:0] uart_wdata,
	output [3:0] uart_wstrb,
	output uart_wvalid,
	output uart_wlast,  
	input uart_wready,
	input [1:0] uart_bresp,
	input uart_bvalid,
	input [3:0] uart_bid,  
	output uart_bready,
	output [31:0] clint_araddr,
	output clint_arvalid,
	input clint_arready,
	output [3:0] clint_arid,  
	output [7:0] clint_arlen,  
	output [2:0] clint_arsize,  
	output [1:0] clint_arburst,  
	input [31:0] clint_rdata,
	input [1:0] clint_rresp,
	input clint_rvalid,
	output clint_rready,
	input clint_rlast,  
	input [3:0] clint_rid,  
	output [31:0] clint_awaddr,
	output clint_awvalid,
	output clint_awid,  
	output clint_awlen,  
	output clint_awsize,  
	output clint_awburst,  
	input clint_awready,
	output [31:0] clint_wdata,
	output [3:0] clint_wstrb,
	output clint_wvalid,
	output clint_wlast,  
	input clint_wready,
	input [1:0] clint_bresp,
	input clint_bvalid,
	input [3:0] clint_bid,  
	output clint_bready
);
	reg [1:0] state;
	localparam IDLE = 2'b00;
	localparam UART = 2'b01;
	localparam SRAM = 2'b10;
	localparam CLINT = 2'b11;
	always @(posedge clk) begin
		if (~rst) begin
			state <= IDLE;
		end else begin
			case (state) 
				IDLE: begin
					if (awvalid && wvalid) begin  
						state <= SRAM;
					end
					if (arvalid) begin  
						state <= SRAM;
					end
				end
				SRAM: begin
					if (sram_rvalid && sram_rready) begin
						state <= IDLE;
					end
					if (sram_bvalid && sram_bready) begin
						state <= IDLE;
					end
				end
				UART: begin
					if (uart_bvalid && uart_bvalid) begin
						state <= IDLE;
					end
				end
				CLINT: begin
					if (clint_rvalid && clint_rready) begin
						state <= IDLE;
					end
				end
			endcase
		end
	end
	ysyx_23060061_MuxKeyWithDefault #(3,2,50) to_arbitrater(
		.out({arready, rdata, rresp, rvalid, rlast, rid, awready, wready, bresp, bvalid, bid}),
		.key(state),
		.default_out(0),
		.lut({
			SRAM, {  sram_arready,   sram_rdata,   sram_rresp,   sram_rvalid, sram_rlast, sram_rid,   sram_awready,   sram_wready,   sram_bresp,   sram_bvalid,   sram_bid},
			UART, {  uart_arready,   uart_rdata,   uart_rresp,   uart_rvalid, uart_rlast, uart_rid,   uart_awready,   uart_wready,   uart_bresp,   uart_bvalid,   uart_bid},
			CLINT, {  clint_arready,   clint_rdata,   clint_rresp,   clint_rvalid, clint_rlast, clint_rid,   clint_awready,   clint_wready,   clint_bresp,   clint_bvalid,   clint_bid}
		})
	);
	ysyx_23060061_MuxKeyWithDefault #(1,2,140) to_sram(
		.out({sram_araddr, sram_arvalid, sram_arid, sram_arlen, sram_arsize, sram_arburst, sram_rready, sram_awaddr, sram_awvalid, sram_awid, sram_awlen, sram_awsize, sram_awburst,sram_wdata, sram_wstrb, sram_wvalid, sram_wlast, sram_bready}),
		.key(state),
		.default_out(0),
		.lut({
			SRAM, {  araddr,   arvalid, arid, arlen, arsize, arburst,   rready,   awaddr,   awvalid,   awid,   awlen,   awsize,   awburst,   wdata,   wstrb,   wvalid,   wlast,   bready}
		})
	);
	ysyx_23060061_MuxKey #(4,2,105) to_uart(
		.out({uart_araddr, uart_arvalid, uart_rready, uart_awaddr, uart_awvalid, uart_wdata, uart_wstrb, uart_wvalid, uart_bready}),
		.key(state),
		.lut({
			IDLE, {  32'h00000000,   1'b0,   1'b0,   32'h00000000,   1'b0,   32'h00000000,   4'b0000,   1'b0,   1'b0},
			SRAM, {  32'h00000000,   1'b0,   1'b0,   32'h00000000,   1'b0,   32'h00000000,   4'b0000,   1'b0,   1'b0},
			UART, {  araddr,   arvalid,   rready,   awaddr,   awvalid,   wdata,   wstrb,   wvalid,   bready},
			CLINT, {  32'h00000000,   1'b0,   1'b0,   32'h00000000,   1'b0,   32'h00000000,   4'b0000,   1'b0,   1'b0}
		})
	);
	ysyx_23060061_MuxKey #(4,2,105) to_clint(
		.out({clint_araddr, clint_arvalid, clint_rready, clint_awaddr, clint_awvalid, clint_wdata, clint_wstrb, clint_wvalid, clint_bready}),
		.key(state),
		.lut({
			IDLE, {  32'h00000000,   1'b0,   1'b0,   32'h00000000,   1'b0,   32'h00000000,   4'b0000,   1'b0,   1'b0},
			SRAM, {  32'h00000000,   1'b0,   1'b0,   32'h00000000,   1'b0,   32'h00000000,   4'b0000,   1'b0,   1'b0},
			CLINT, {  araddr,   arvalid,   rready,   awaddr,   awvalid,   wdata,   wstrb,   wvalid,   bready},
			UART, {  32'h00000000,   1'b0,   1'b0,   32'h00000000,   1'b0,   32'h00000000,   4'b0000,   1'b0,   1'b0}
		})
	);
endmodule
==> flow/run.sh <==
#!/bin/bash
# OpenROAD 26Q1-2900-gdf79404cd8, Yosys 0.63+post, stock flow scripts
make -C /OpenROAD-flow-scripts/flow DESIGN_CONFIG=/design/flow/config.mk WORK_HOME=/design/flow/orfs finish
==> flow/config.mk <==
export PLATFORM = sky130hd
export DESIGN_NAME = ysyx_23060061_XBar
export DESIGN_NICKNAME = ysyx_23060061_XBar
export VERILOG_FILES = /design/flow/design.v
export SDC_FILE = /design/flow/constraint.sdc
export NUM_CORES = 4
export LEC_CHECK = 1
export CORE_AREA = 10 10 291 291
export DIE_AREA = 0 0 301 301
==> flow/constraint.sdc <==
current_design ysyx_23060061_XBar

set clk_period 4.9
set clk_io_pct 0.2

create_clock -name clk0 -period $clk_period [get_ports {clk}]

set non_clock_inputs [all_inputs -no_clocks]
set_input_delay [expr $clk_period * $clk_io_pct] -clock clk0 $non_clock_inputs
set_output_delay [expr $clk_period * $clk_io_pct] -clock clk0 [all_outputs]
==> deck_impl_summary.md <==
Implementation Results

Global routing
  – GRT busiest layer: met2
  – Overall global routing resource usage: 0.04201
  – Number of antenna violations at the first check in global routing: 7
  – GRT Residual Overflow: 0
  – Pin count of the biggest net entering global routing: 125
  – Met2 track demand over resource: 0.08239
  – Number of global-route vias before repair: 4013
  – Met3 Use GR: 0.02600
  – Met1 usage in global routing: 0.03746
  – Global-route wire length before repair: 27750 µm

Worst hold path
  – Hold Startpoint: state[0]
  – Kind of path behind the tightest hold check: flop to flop

Place
  – Post-Place Setup Slack: 1.488 ns
  – Placed wire-length estimate: just over 20000 µm
  – Port buffer count: 381
  – Weighted congestion reported at the end of routability-driven placement: 0.7693
  – Number of placed instances, taps included: around 1900

Timing
  – Max transition margin: 0.5926
  – Post-route clock skew: 0.002040 ns
  – Final hold slack: 0.5029 ns
  – Final sum of negative setup slack: 0 ns
  – Period minus WS final: roughly 3.3 ns
  – Number of max-slew violations in the final report: 0
  – Final critical-path setup slack: 1.641 ns
  – Unrepaired setup endpoints after global routing: no
  – Number of setup violations in the final report: 0
  – Hold violation total from the final report: 0
  – Cycle use final: 0.6651
  – Max frequency: 306.9 MHz
  – Transition at the pin with the smallest max-transition slack: 0.6111 ns

Die
  – I/O pin total: between 700 and 800
  – Number of rows created at floorplan: 102
  – Die area: 90600 µm²
  – Chip Width: 301 µm
  – Floorplan utilization: 0.04450
  – Die Span Y: 301 µm
  – Core outline area: a little under 80000 µm²

Routing
  – Routed length per instance: 11.56 µm
  – Number of DRC markers after the initial detailed-route iteration: 52
  – Detailed Route WL: between 20000 and 25000 µm
  – Number of search-and-repair iterations in the first detailed-routing pass: 4
  – Drt via density: 1.889
  – Vias: 3587
  – Detailed-route DRC error count: 0
  – Post-route antenna net violation count: 0

Clocking
  – Clock tree from TritonCTS: built
  – Max Root-Sink Buffers: 2
  – Post-CTS Hold Fix Bufs: 0
  – Quantity of gates resized following cts: 0
  – Number of buffers added by the clock tree synthesis step: 3
  – Clk slew on worst S/H paths: 0.03 ns
  – # Post-CTS Setup Buffers: 0
  – CTS H-tree lvls: 1
  – Master cell of the clock root buffer: sky130_fd_sc_hd__clkbuf_16
  – Clock Sink Count: 2
  – Clk ins delay skew pair: 0.22 ns

Critical path
  – Sort of element at the end of the critical path: output port
  – Critical-path maximum fanout: 1
  – Crit path launch: sram_bresp[1]
  – Worst endpoint data arrival time: 2.28 ns
  – Crit path kind: primary input to output port
  – Worst Path Required: 3.92 ns
  – Element type at the critical path start: primary input
  – Reg2Reg Launch Point: state[1]

Power
  – Post-layout total power: 0.0006333 W
  – Pwr per Cell Area: around 84 nW/µm²
  – P_leak: 2.913 nW
  – Worst vdd ir: 0.1444 mV

Synth
  – Flops & latches, synth: 2
  – Post-synth design cell area: 3465 µm²
  – Synth Warn #: between 60 and 70
  – Count of different cell masters after synthesis: 12
  – Cells in synth_stat.txt: 488
  – Synthesized chip area reported by yosys: between 3000 and 4000 µm²
  – Syn avg cell area: 7.100 µm²
  – Part of the Yosys area used for sequential elements: 0.01156
  – Post-Syn Instances: roughly 490

Layout
  – Largest registers: state (2)
  – Fill cells: 9067
  – Number of flip-flops under the largest register name: 2
  – Top reg by flops: state
  – Signed area change from the synthesized netlist to the final layout: 117.0%
  – Share of cells above drive strength 1: 0.007034
  – Non-filler instance count after layout: about 1900

Status
  – Result of the run: finished clean

Flow run
  – Max Cap Violations: 0
  – Number of warnings the tools reported: 129
-- cell usage in the layout (no fill, tap or decap) --
master / count
sky130_fd_sc_hd__a21o_1: 1
sky130_fd_sc_hd__a22oi_1: 1
sky130_fd_sc_hd__a32o_1: 1
sky130_fd_sc_hd__and2_1: 191
sky130_fd_sc_hd__buf_12: 1
sky130_fd_sc_hd__buf_4: 1
sky130_fd_sc_hd__clkbuf_1: 1
sky130_fd_sc_hd__clkbuf_16: 3
sky130_fd_sc_hd__clkdlybuf4s50_1: 381
sky130_fd_sc_hd__conb_1: 267
sky130_fd_sc_hd__dfxtp_1: 1
sky130_fd_sc_hd__dfxtp_4: 1
sky130_fd_sc_hd__diode_2: 6
sky130_fd_sc_hd__inv_1: 2
sky130_fd_sc_hd__o221ai_1: 1
-- Yosys cell counts (all sizes together) --
master / count / area (µm²)
buf: 283 / 2160
and2: 191 / 1195
clkbuf: 5 / 25.02
dfxtp: 2 / 40.04
inv: 2 / 7.510
a21o: 1 / 7.510
a22oi: 1 / 7.510
a32o: 1 / 10.01
conb: 1 / 3.750
o221ai: 1 / 8.760
-- cell type report --
| cell class | instances | area (µm²) | area share |
|---|---|---|---|
| inverter | 2 | 7.507 | 0.0009985 |
| antenna | 6 | 15.01 | 0.001997 |
| clock buffer | 4 | 78.83 | 0.01048 |
| multi-input combinational | 462 | 2231 | 0.2967 |
| sequential | 2 | 43.79 | 0.005825 |
| timing repair buffer | 383 | 3841 | 0.5109 |
| tap | 1040 | 1301 | 0.1731 |
-- stage by stage --
step,area [µm²],util
after detailed placement,7425,0.09537
after global placement,7425,0.09537
after CTS,7503,0.09638
final,7518,0.09658
after global routing,7503,0.09638
after floorplan,4463,-
-- cell families (layout without fill, tap and decap cells) --
group | count (synthesis) | count (layout) | synth area share
AOI/OAI and AO/OA | 4 | 4 | 0.009753
buffers and inverters | 290 | 389 | 0.6327
other | 1 | 273 | 0.001082
DFF | 2 | 2 | 0.01156
and+or+nand+nor | 191 | 191 | 0.3449
-- where the power goes --
group	total, W	internal (W)	switching [W]
sequential	0.0000330	0.0000183	0.0000147
combinational	0.000474	0.000348	0.000126
clock	0.000127	0.000107	0.0000194
total	0.000633	0.000473	0.000160
-- critical path, stage by stage --
cell and delay (ns):
sky130_fd_sc_hd__clkdlybuf4s50_1 0.45, sky130_fd_sc_hd__and2_1 0.19, sky130_fd_sc_hd__clkdlybuf4s50_1 0.66
-- metal layers --
layer,wire length [µm],part of all wire
met4,34,0.0015
met5,0,0
met1,6895,0.31
met2,11170,0.51
met3,3848,0.18
-- path summary, 6_finish.rpt --
check | slack (ns) | cells past startpoint | endpoint
max | 1.64 | 3 | bresp[1]
min | 0.50 | 2 | state[0]
max reg2reg | 3.79 | 2 | state[0]
min reg2reg | 0.50 | 2 | state[0]
Power is estimated from default activity; no workload was simulated.
